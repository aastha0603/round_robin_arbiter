--- flow/design.v ---
module round_robin (
  clk,    
  rst,    
  req3,   
  req2,   
  req1,   
  req0,   
  gnt3,   
  gnt2,   
  gnt1,   
  gnt0   
);
input           clk;     
input           rst;     
input           req3;    
input           req2;   
input           req1;   
input           req0;   
output          gnt3;    
output          gnt2;   
output          gnt1;   
output          gnt0;   
wire    [1:0]   gnt       ;   
wire            comreq    ;    
wire            beg       ;    
wire   [1:0]    lgnt      ;   
wire            lcomreq   ;   
reg             lgnt0     ;   
reg             lgnt1     ;
reg             lgnt2     ;
reg             lgnt3     ;
reg             mask_enable   ;
reg             lmask0    ;
reg             lmask1    ;
reg             ledge    ;
always @ (posedge clk)
  if (rst)   
  begin
    lgnt0 <= 0;
    lgnt1 <= 0;
    lgnt2 <= 0;
    lgnt3 <= 0;
  end 
  else
    begin                                     
  lgnt0 <=(~lcomreq & ~lmask1 & ~lmask0 & ~req3 & ~req2 & ~req1 & req0)
        | (~lcomreq & ~lmask1 &  lmask0 & ~req3 & ~req2 &  req0)
        | (~lcomreq &  lmask1 & ~lmask0 & ~req3 &  req0)
        | (~lcomreq &  lmask1 &  lmask0 & req0  )
        | ( lcomreq & lgnt0 );
  lgnt1 <=(~lcomreq & ~lmask1 & ~lmask0 &  req1)
        | (~lcomreq & ~lmask1 &  lmask0 & ~req3 & ~req2 &  req1 & ~req0)
        | (~lcomreq &  lmask1 & ~lmask0 & ~req3 &  req1 & ~req0)
        | (~lcomreq &  lmask1 &  lmask0 &  req1 & ~req0)
        | ( lcomreq &  lgnt1);
  lgnt2 <=(~lcomreq & ~lmask1 & ~lmask0 &  req2  & ~req1)
        | (~lcomreq & ~lmask1 &  lmask0 &  req2)
        | (~lcomreq &  lmask1 & ~lmask0 & ~req3 &  req2  & ~req1 & ~req0)
        | (~lcomreq &  lmask1 &  lmask0 &  req2 & ~req1 & ~req0)
        | ( lcomreq &  lgnt2);
  lgnt3 <=(~lcomreq & ~lmask1 & ~lmask0 & req3  & ~req2 & ~req1)
        | (~lcomreq & ~lmask1 &  lmask0 & req3  & ~req2)
        | (~lcomreq &  lmask1 & ~lmask0 & req3)
        | (~lcomreq &  lmask1 &  lmask0 & req3  & ~req2 & ~req1 & ~req0)
        | ( lcomreq & lgnt3);
end 
  assign beg = (req3 | req2 | req1 | req0) & ~lcomreq;  
assign lcomreq = ( req3 & lgnt3 )
                | ( req2 & lgnt2 )
                | ( req1 & lgnt1 )
                | ( req0 & lgnt0 );
assign  lgnt =  {(lgnt3 | lgnt2),(lgnt3 | lgnt1)};
always @ (posedge clk )
if( rst ) 
  begin
    lmask1 <= 0;
    lmask0 <= 0;
  end 
 else if(mask_enable) 
    begin
      lmask1 <= lgnt[1];
      lmask0 <= lgnt[0];
    end 
 else 
    begin
      lmask1 <= lmask1;
      lmask0 <= lmask0;
    end 
assign comreq = lcomreq;
assign gnt    = lgnt;
assign gnt3   = lgnt3;
assign gnt2   = lgnt2;
assign gnt1   = lgnt1;
assign gnt0   = lgnt0;
endmodule
--- flow/run.sh ---
#!/bin/bash
# OpenROAD 26Q1-2900-gdf79404cd8, Yosys 0.63+post, stock flow scripts
make -C /OpenROAD-flow-scripts/flow DESIGN_CONFIG=/design/flow/config.mk WORK_HOME=/design/flow/orfs finish
--- flow/config.mk ---
export PLATFORM = sky130hd
export DESIGN_NAME = round_robin
export DESIGN_NICKNAME = round_robin
export VERILOG_FILES = /design/flow/design.v
export SDC_FILE = /design/flow/constraint.sdc
export NUM_CORES = 4
export LEC_CHECK = 1
export CORE_AREA = 10 10 70 70
export DIE_AREA = 0 0 80 80
--- flow/constraint.sdc ---
current_design round_robin

set clk_period 1.7
set clk_io_pct 0.2

create_clock -name clk0 -period $clk_period [get_ports {clk}]

set non_clock_inputs [all_inputs -no_clocks]
set_input_delay [expr $clk_period * $clk_io_pct] -clock clk0 $non_clock_inputs
set_output_delay [expr $clk_period * $clk_io_pct] -clock clk0 [all_outputs]
==> results.ini <==
[synthesis]
yosys-stat-cells=21
yosysTopAreaCell=dfxtp_1
top_area_frac=0.413
syn_area_per_cell_sq_um=9.24
ys_seq_frac=0.413
synth_warnings=2
synth_chip_area_sq_um=194
syn-cell-area_sq_um=194
ys_types=14
syn-instance-count=21
ys_ff=4
netlist_top_cells_area=dfxtp_1 (41%), mux2i_1 (10%), a22o_1 (9.0%)

[floorplan]
chipArea_sq_um=6400
chipHeight_microns=80
rows=21
io_pins=10
initCoreUtil=0.0568
chipWidth_microns=80
core_region_area_sq_um=3420

[clock_tree]
ctsResizeCount=0
cts_num_sinks=4
clk_pin_slew_worst_paths_ns=0.04
post_cts_buffers=0
cts_max_level=1
ctsHoldBuffers=0
root_buffer=clkbuf_4
cts_tree=built
cts_made_buffers=3
clock_path_buffers=2
clkLatencyLatePin_ns=0.23

[cells_and_area]
stdcell_area_sq_um=372
drive_gt1_frac=0.118
syn_to_final_growth_pct=91.6
final_cell_mix=clkdlybuf4s50_1 (9), dfxtp_1 (4), clkbuf_4 (3)
final_cell_count_no_fill=80
lay_top_count=clkdlybuf4s50_1
nFillCells=401

[critical_path]
r2r_start=lgnt3$_SDFF_PP0_
cp-start-kind=input pin
cp_num_cells=4
cp.arrival_ns=1.67
critPathKind=in2reg
critPathRequiredTime_ns=1.86
r2r_end=lgnt2$_SDFF_PP0_
cp_top_family=buffers and inverters
setup.worst_path.start=req2
r2r_setup_slack_ns=0.43
cpMaxStageDelayCell=clkdlybuf4s50_1
path_buffers=1
endpoint=lgnt2$_SDFF_PP0_
end_kind=flop
reg2regPathDepth=3
critical-path-max-stage-delay_ns=0.46
crit_fanout=4
worstPathCellList=clkdlybuf4s50_1, a22o_1, or4_1, a21oi_1

[placed_design]
detailed_place_hpwl_microns=529
gp_congestion=0.758
port_buffers=9
numPlacedInstances=77
placed_area_sq_um=349

[run]
tool_warnings=25
max_cap_viol_count=0

[route]
postRouteAntennaNets=0
antenna_cells_inserted=0
wl_per_cell_microns=7.71
drt_pass1_iterations=1
via_count=208
vias_per_cell=2.60
drt_iter0_drc=0
routed_wl_microns=617
drc=0

[grt]
grt_pass1_vias=216
grt-ovfl-total=0
gr-usage-all-layers=0.0190
grt_use_met3=0.00227
met2_usage=0.0401
grt_pass1_wl_microns=979
grt-busiest-layer=met2
grt_max_degree=7
antenna_found_initial=0
grt_use_met1=0.0154

[final_timing]
slew_viol_final=0
worst_pin_slew_ns=0.289
finalSetupViolations=0
layout_min_cycle_time_ns=1.51
rsz0062_at_grt=no
max_freq_ghz=0.661
hold_viol_final=0
relSlewSlack=0.807
finClkSkew_ns=0.00268
period_used_share=0.889

[power_and_ir_drop]
power_density_nw_per_um2=700
leakagePower_nw=0.130
irDropWorstVdd_v=0.0000868

[status]
status=complete, no violations

[min_path]
hold_class=reg2reg

==> worst min-delay path, cell delays in order, from the launching register on <==
cell and delay [ns]:
dfxtp_1 0.31, nand2b_1 0.07, mux2i_1 0.06
==> cells by family (layout without fill, tap and decap cells) <==
| kind of cell | count (synthesis) | after routing | share of synthesized area |
|---|---|---|---|
| muxes | 2 | 2 | 0.103 |
| AOI/OAI and AO/OA | 5 | 5 | 0.168 |
| buffers and inverters | 1 | 14 | 0.0193 |
| DFF | 4 | 4 | 0.413 |
| and+or+nand+nor | 9 | 9 | 0.297 |
==> where the power goes <==
group / internal, W / switching, W / total, W
logic: 0.0000280 / 0.0000145 / 0.0000425
registers: 0.0000991 / 0.00000348 / 0.000103
clock network: 0.0000788 / 0.0000363 / 0.000115
==> worst min-delay path by stage <==
stage	cells after the start	start	endpoint
CTS	2	lgnt0$_SDFF_PP0_	lgnt0$_SDFF_PP0_
global route	2	lgnt0$_SDFF_PP0_	lgnt0$_SDFF_PP0_
finish	2	lgnt0$_SDFF_PP0_	lgnt0$_SDFF_PP0_
==> cell usage after synthesis <==
master	number
mux2i_1	2
nor3_1	1
nor2_1	1
or4_1	1
nand2_1	1
a21oi_1	1
o21ai_0	2
nand3b_1	1
inv_1	1
nand2b_1	2
or2b_1	1
a22o_1	2
or4b_1	1
dfxtp_1	4
==> final cells by class <==
class                   count  area (sq um)  share of cell area
clock buffers               3          22.5              0.0606
repair buffers             10          97.6               0.263
inverters                   1          3.75              0.0101
multi-input cells          16           110               0.296
flip-flops and latches      4          80.1               0.215
well taps                  46          57.6               0.155
==> per-stage QoR <==
step	setup TNS (ns)	util	setup slack [ns]	hold WS (ns)	power, W
final	0	0.109	0.188	0.487	0.000260
after global routing	0	0.109	0.129	0.535	0.000279
after CTS	0	0.109	0.185	0.491	0.000269
after detailed placement	-0.0659	0.102	-0.0574	0.484	0.000147
after global placement	-0.0300	0.102	-0.0298	0.480	0.000147
after floorplan	0	-	0.493	0.409	0.000118
==> routing by layer <==
metal | wire length [microns] | vias up | part of all wire
li1 | - | 104 | -
met1 | 179 | 100 | 0.29
met2 | 407 | 2 | 0.66
met3 | 2 | 2 | 0.0032
met4 | 27 | 0 | 0.044
met5 | 0 | - | 0
Power is estimated from default activity; no workload was simulated.
